File: /design/flow/run.sh
#!/bin/bash
# OpenROAD 26Q1-2900-gdf79404cd8, Yosys 0.63+post, stock flow scripts
make -C /OpenROAD-flow-scripts/flow DESIGN_CONFIG=/design/flow/config.mk WORK_HOME=/design/flow/orfs finish
File: /design/flow/config.mk
export PLATFORM = sky130hd
export DESIGN_NAME = weightR
export DESIGN_NICKNAME = weightR
export VERILOG_FILES = /design/flow/design.v
export SDC_FILE = /design/flow/constraint.sdc
export NUM_CORES = 4
export LEC_CHECK = 1
export CORE_AREA = 10 10 429 429
export DIE_AREA = 0 0 439 439
File: /design/flow/constraint.sdc
current_design weightR

set clk_period 1.0
set clk_io_pct 0.2

create_clock -name clk0 -period $clk_period [get_ports {iCLK}]

set non_clock_inputs [all_inputs -no_clocks]
set_input_delay [expr $clk_period * $clk_io_pct] -clock clk0 $non_clock_inputs
set_output_delay [expr $clk_period * $clk_io_pct] -clock clk0 [all_outputs]
File: /design/flow/design.v
module weightR
(
 input                    iCLK,
 input                    iRSTn,
 input                    iWren,
 input             [4:0]  iADDR,
 input             [31:0] iWeight,
 output reg signed [31:0] w1,  w2,  w3,  w4,  w5,  w6,  w7,  w8,  w9,  w10,
                          w11, w12, w13, w14, w15, w16, w17, w18, w19, w20, 
                          w21, w22, w23, w24, w25
);
always @(posedge iCLK, negedge iRSTn)
begin
  if(!iRSTn)
	w1 <= 8'd0;
  else if(iWren == 1'b1 && iADDR == 5'd0)
    w1 <= iWeight;
end
always @(posedge iCLK, negedge iRSTn)
begin
  if(!iRSTn)
	w2 <= 8'd0;
  else if(iWren == 1'b1 && iADDR == 5'd1)
    w2 <= iWeight;
end
always @(posedge iCLK, negedge iRSTn)
begin
  if(!iRSTn)
	w3 <= 8'd0;
  else if(iWren == 1'b1 && iADDR == 5'd2)
    w3 <= iWeight;
end
always @(posedge iCLK, negedge iRSTn)
begin
  if(!iRSTn)
	w4 <= 8'd0;
  else if(iWren == 1'b1 && iADDR == 5'd3)
    w4 <= iWeight;
end
always @(posedge iCLK, negedge iRSTn)
begin
  if(!iRSTn)
	w5 <= 8'd0;
  else if(iWren == 1'b1 && iADDR == 5'd4)
    w5 <= iWeight;
end
always @(posedge iCLK, negedge iRSTn)
begin
  if(!iRSTn)
	w6 <= 8'd0;
  else if(iWren == 1'b1 && iADDR == 5'd5)
    w6 <= iWeight;
end
always @(posedge iCLK, negedge iRSTn)
begin
  if(!iRSTn)
	w7 <= 8'd0;
  else if(iWren == 1'b1 && iADDR == 5'd6)
    w7 <= iWeight;
end
always @(posedge iCLK, negedge iRSTn)
begin
  if(!iRSTn)
	w8 <= 8'd0;
  else if(iWren == 1'b1 && iADDR == 5'd7)
    w8 <= iWeight;
end
always @(posedge iCLK, negedge iRSTn)
begin
  if(!iRSTn)
	w9 <= 8'd0;
  else if(iWren == 1'b1 && iADDR == 5'd8)
    w9 <= iWeight;
end
always @(posedge iCLK, negedge iRSTn)
begin
  if(!iRSTn)
	w10 <= 8'd0;
  else if(iWren == 1'b1 && iADDR == 5'd9)
    w10 <= iWeight;
end
always @(posedge iCLK, negedge iRSTn)
begin
  if(!iRSTn)
	w11 <= 8'd0;
  else if(iWren == 1'b1 && iADDR == 5'd10)
    w11 <= iWeight;
end
always @(posedge iCLK, negedge iRSTn)
begin
  if(!iRSTn)
	w12 <= 8'd0;
  else if(iWren == 1'b1 && iADDR == 5'd11)
    w12 <= iWeight;
end
always @(posedge iCLK, negedge iRSTn)
begin
  if(!iRSTn)
	w13 <= 8'd0;
  else if(iWren == 1'b1 && iADDR == 5'd12)
    w13 <= iWeight;
end
always @(posedge iCLK, negedge iRSTn)
begin
  if(!iRSTn)
	w14 <= 8'd0;
  else if(iWren == 1'b1 && iADDR == 5'd13)
    w14 <= iWeight;
end
always @(posedge iCLK, negedge iRSTn)
begin
  if(!iRSTn)
	w15 <= 8'd0;
  else if(iWren == 1'b1 && iADDR == 5'd14)
    w15 <= iWeight;
end
always @(posedge iCLK, negedge iRSTn)
begin
  if(!iRSTn)
	w16 <= 8'd0;
  else if(iWren == 1'b1 && iADDR == 5'd15)
    w16 <= iWeight;
end
always @(posedge iCLK, negedge iRSTn)
begin
  if(!iRSTn)
	w17 <= 8'd0;
  else if(iWren == 1'b1 && iADDR == 5'd16)
    w17 <= iWeight;
end
always @(posedge iCLK, negedge iRSTn)
begin
  if(!iRSTn)
	w18 <= 8'd0;
  else if(iWren == 1'b1 && iADDR == 5'd17)
    w18 <= iWeight;
end
always @(posedge iCLK, negedge iRSTn)
begin
  if(!iRSTn)
	w19 <= 8'd0;
  else if(iWren == 1'b1 && iADDR == 5'd18)
    w19 <= iWeight;
end
always @(posedge iCLK, negedge iRSTn)
begin
  if(!iRSTn)
	w20 <= 8'd0;
  else if(iWren == 1'b1 && iADDR == 5'd19)
    w20 <= iWeight;
end
always @(posedge iCLK, negedge iRSTn)
begin
  if(!iRSTn)
	w21 <= 8'd0;
  else if(iWren == 1'b1 && iADDR == 5'd20)
    w21 <= iWeight;
end
always @(posedge iCLK, negedge iRSTn)
begin
  if(!iRSTn)
	w22 <= 8'd0;
  else if(iWren == 1'b1 && iADDR == 5'd21)
    w22 <= iWeight;
end
always @(posedge iCLK, negedge iRSTn)
begin
  if(!iRSTn)
	w23 <= 8'd0;
  else if(iWren == 1'b1 && iADDR == 5'd22)
    w23 <= iWeight;
end
always @(posedge iCLK, negedge iRSTn)
begin
  if(!iRSTn)
	w24 <= 8'd0;
  else if(iWren == 1'b1 && iADDR == 5'd23)
    w24 <= iWeight;
end
always @(posedge iCLK, negedge iRSTn)
begin
  if(!iRSTn)
	w25 <= 8'd0;
  else if(iWren == 1'b1 && iADDR == 5'd24)
    w25 <= iWeight;
end
endmodule
==> results.yml <==
# flow metrics
synthesis:
  syn_inst: 1783
  synth-simple-area-share_pct: 0.762
  synth-edff-count: 0
  synth_flops: 800
  ys_seq_share_pct: 67.0
  synth_top_cell_by_area: "dfrtp_1"
  synth.distinct_cells: 18
  avgSynthCellArea_sq_um: 16.8
  top_cells_by_area: "dfrtp_1 67%, mux2_2 29%, buf_2 1.2%"
  yosys_area_sq_mm: 0.0299
  yosys_warnings: 1
  xor_share_pct: 0
  topCombFamilyByArea: "multiplexers"
  most_common_cell: "dfrtp_1"
  fa_ha_area_share_pct: 0
  ys.flop_type: "dfrtp_1"
  common_cells: "800 x dfrtp_1, 770 x mux2_2, 71 x buf_2, 68 x clkbuf_1, 30 x mux2_1"
  ys_sh_mux_pct: 30.1
  syn_area_sq_mm: 0.0299
  synth_async_sr_flop_share_pct: 100
  netlist.area_leader.share_pct: 67.0
  yosys_cells: 1783
  ys_sh_aoi_pct: 0
cts:
  cts_sinks: 800
  cts_tree: "built"
  clk_pin_slew_ns: 0.06
  root_buffer: "clkbuf_16"
  cts_buffers: 91
  insertion_delay_ns: 0.71
  htreeDepth: 3
  clockBufferDepth: 3
finish:
  logic_area_sq_mm: 0.00974
  stdcell_count: 5319
  drive_gt1_share_pct: 70.4
  design_area_sq_mm: 0.0448
  nFillCells: 17997
  regArea_sq_mm: 0.0200
  area_growth_pct: 49.7
placed_design:
  dpl.hpwl_mm: 89.0
  dpl_cell_area_sq_mm: 0.0434
  port_buffers: 839
  gp_congestion: 0.811
  dp.cells: 4987
route:
  vias: 19783
  wl_mm: 128
  ant_nets: 0
  drc: 0
  routedWlPerCell_um: 24.0
  first_pass_iters: 4
  drt_iter0_markers: 787
  via_per_inst: 3.72
job:
  tool_warnings: 28
  maxCapViolCount: 0
final_timing:
  fin_ws_ns: -0.487
  slew_headroom_pct: 61.0
  clock_skew_ns: 0
  fin_setup_tns_ns: -325.76
  worst_pin_slew_ns: 0.586
  finalHoldViolations: 0
  setup_viol: 983
  slew_viol_final: 0
  min_period_over_period_pct: 149
  whs_ns: 0.118
  period_minus_slack_ns: 1.49
  rsz0062_at_grt: "yes"
  fmax_mhz: 673
global_route:
  grt_usage_pct: 12.4
  grt_pass1_wl_mm: 168
  grt_pass1_vias: 20141
  grt_remaining_overflow: 0
  grt_max_degree: 58
  grt_antenna_before_repair: 7
critical_path:
  critPathRequiredTime_ns: 0.80
  cpMaxStageDelayCell: "dfrtp_1"
  end_kind: "output pin"
  path_cells: "buf_2"
  criticalPathCategory: "reg2out"
  cp-start-kind: "register"
  arrival_ns: 1.29
  critical_path.max_stage_delay_ns: 0.42
  cp_max_fo: 2
  crit_buf_inv: 1
  critical-path-top-delay-family: "flip-flops"
floorplanning:
  fp_util_pct: 17.2
  rows: 153
  coreArea_sq_mm: 0.174
  pin_count: 840
  die_height_um: 439
  die_w_um: 439
  die-area_sq_mm: 0.193
power:
  p_per_area_mw_per_mm2: 2100
  peakVddDrop_v: 0.00128
  p_leak_nw: 22.1
worst_hold_path:
  hp-class: "in2async"
outcome:
  status: "finished with violations"
  violations: "negative setup slack"
-- logic make-up after synthesis --
group	after synthesis
buffers and inverters	145
DFF	800
muxes	800
and+or+nand+nor	38
-- what timing repair did --
| item | in CTS | in global routing |
|---|---|---|
| endpoints found under the hold margin | 825 | 0 |
| hold buffers | 3 | 0 |
| resized | 2357 | 522 |
| setup endpoints to repair | 1600 | 2377 |
| pin swaps | 1 | 6 |
| buffers inserted | 67 | 98 |
| gates cloned | 0 | 17 |
-- worst min-delay path, cell delays in order --
cell      delay (ns)
buf_8           0.08
buf_16          0.10
buf_16          0.10
buf_16          0.10
buf_16          0.09
clkbuf_2        0.24
buf_12          0.25
-- routing by layer --
layer / vias to the layer above / part of all wire [%] / GRT usage, %
met1: 10492 / 36 / 14.2
met3: 164 / 6.0 / 3.20
met4: 0 / 3.0 / 2.96
li1: 8583 / - / -
met5: - / 0 / 0
met2: 544 / 55 / 23.0
-- stage by stage --
step | worst slack, ns | utilization, % | total power [W]
final | -0.487 | 25.7 | 0.0942
after CTS | -0.595 | 26.1 | 0.0965
after global placement | -1.59 | 24.9 | 0.0652
after global routing | -0.572 | 25.7 | 0.0988
after floorplan | -0.419 | - | 0.0461
after detailed placement | -1.55 | 24.9 | 0.0654
-- cells in the final DEF, fill, tap and decap left out, types with 3 or more instances in the layout --
| cell type | netlist | routed |
|---|---|---|
| clkinvlp_4 | 0 | 4 |
| clkbuf_1 | 68 | 25 |
| clkdlybuf4s50_1 | 0 | 31 |
| buf_8 | 0 | 4 |
| mux2_2 | 770 | 691 |
| nand2_2 | 0 | 11 |
| clkbuf_2 | 0 | 391 |
| clkbuf_8 | 0 | 23 |
| buf_16 | 0 | 7 |
| buf_6 | 0 | 97 |
| bufinv_16 | 0 | 3 |
| dfrtp_1 | 800 | 800 |
| buf_12 | 0 | 86 |
| clkinv_16 | 0 | 3 |
| nor2b_4 | 0 | 4 |
| buf_2 | 71 | 341 |
| nor2_4 | 0 | 6 |
| dlygate4sd3_1 | 0 | 3 |
| mux2_4 | 0 | 86 |
| buf_4 | 3 | 220 |
| clkbuf_16 | 0 | 105 |
| mux2_1 | 30 | 23 |
-- area by class of cell --
type,instances,area share [%]
clock inverters,20,0.721
clock buffers,139,6.00
multi-input cells,838,21.8
repair buffers,1195,20.3
diodes,2,0.0112
well taps,2325,6.50
flip-flops and latches,800,44.7
-- worst paths after layout --
kind / from / endpoint / slack (ns) / cells after the start
min in group clk0: iADDR[0] / w7[22]$_DFFE_PN0P_ / 0.22 / 4
setup / recovery: w6[26]$_DFFE_PN0P_ / w6[26] / -0.49 / 1
hold reg to reg: w13[11]$_DFFE_PN0P_ / w13[11]$_DFFE_PN0P_ / 0.48 / 1
setup reg to reg: w20[16]$_DFFE_PN0P_ / w20[16]$_DFFE_PN0P_ / -0.14 / 4
hold / removal: iRSTn / w2[2]$_DFFE_PN0P_ / 0.12 / 7
max in group asynchronous: iRSTn / w11[14]$_DFFE_PN0P_ / 0.14 / 7
-- power breakdown --
group | internal [W] | total [W] | switching (W) | leakage [nW]
clock | 0.0194 | 0.0335 | 0.0141 | 1.45
sequential | 0.0386 | 0.0419 | 0.00331 | 10.2
combinational | 0.0118 | 0.0188 | 0.00696 | 10.4
total | 0.0698 | 0.0942 | 0.0243 | 22.1
Power and IR drop assume default switching activity.
