==> design/flow/design.v <==
module delay27
#(parameter N = 16, D = 27)
(
 input                 iCLK,
 input                 iRSTn,
 input  signed [N-1:0] iData,
 output signed [N-1:0] oData
);
wire [N-1:0] data_arr [0:D];
assign data_arr[0] = iData;
genvar i;
generate for(i=0; i<D; i=i+1) begin:gen_dff
dff #(N) u_dff
(
 .iCLK  (iCLK),
 .iRSTn (iRSTn),
 .iD    (data_arr[i]),
 .oQ    (data_arr[i+1])
);
end
endgenerate
assign oData = data_arr[D];
endmodule
module dff
#(parameter N=16)
(
 input                     iCLK,
 input                     iRSTn,
 input      signed [N-1:0] iD,
 output reg signed [N-1:0] oQ
);
always @(posedge iCLK, negedge iRSTn)
begin
  if(!iRSTn)
    oQ <= 0;
  else
    oQ <= iD;
end
endmodule
==> design/flow/run.sh <==
#!/bin/bash
# OpenROAD 26Q1-2900-gdf79404cd8, Yosys 0.63+post, stock flow scripts
make -C /OpenROAD-flow-scripts/flow DESIGN_CONFIG=/design/flow/config.mk WORK_HOME=/design/flow/orfs finish
==> design/flow/config.mk <==
export PLATFORM = sky130hd
export DESIGN_NAME = delay27
export DESIGN_NICKNAME = delay27
export VERILOG_FILES = /design/flow/design.v
export SDC_FILE = /design/flow/constraint.sdc
export NUM_CORES = 4
export LEC_CHECK = 1
export CORE_UTILIZATION = 50
==> design/flow/constraint.sdc <==
current_design delay27

set clk_period 1.0
set clk_io_pct 0.2

create_clock -name clk0 -period $clk_period [get_ports {iCLK}]

set non_clock_inputs [all_inputs -no_clocks]
set_input_delay [expr $clk_period * $clk_io_pct] -clock clk0 $non_clock_inputs
set_output_delay [expr $clk_period * $clk_io_pct] -clock clk0 [all_outputs]
==> results.sh <==
# flow metrics
export IMPL_track_usage=0.1163
export IMPL_adder_share=0
export IMPL_post_cts_setup_buffer_count=0
export IMPL_viasPerCell=4.290
export IMPL_pwr_share_seq=0.542
export IMPL_port_buffer_count=33
export IMPL_first_iter_violations=100
export IMPL_cp_slowest_stage_delay_ps=390
export IMPL_fill_cells=1402
export IMPL_drv_cap=0
export IMPL_setup_tns_ps=-2699
export IMPL_largest_registers="gen_dff.u_dff.oQ x432"
export IMPL_crit_slowest_cell="dfrtp_1"
export IMPL_num_rows=53
export IMPL_htreeDepth=2
export IMPL_wl_per_cell_um=12.65
export IMPL_setup_viol=16
export IMPL_drc_errors=0
export IMPL_synth_area_per_cell_um2=25.02
export IMPL_rsz0062_at_grt="yes"
export IMPL_grt_max_degree=65
export IMPL_synth_flops=432
export IMPL_cp_cell_sequence="buf_2"
export IMPL_slew_violations=0
export IMPL_wirelength_mm=10.50
export IMPL_critPathMaxFanout=1
export IMPL_relSlewSlack=0.5735
export IMPL_common_cells="432 x dfrtp_1"
export IMPL_holdWs_ps=-127.4
export IMPL_p_sw_frac=0.1835
export IMPL_crit_buf_inv=1
export IMPL_leakagePower_uw=0.005986
export IMPL_comb_area_um2=0
export IMPL_gp_congestion=0.6662
export IMPL_yosysTopAreaCell="dfrtp_1"
export IMPL_synthMostInstantiatedCell="dfrtp_1"
export IMPL_io_pins=34
export IMPL_ys_chip_area_um2=10810
export IMPL_clk_pin_slew_ps=60
export IMPL_worstSetupEndpointType="primary output"
export IMPL_antenna_found_initial=0
export IMPL_period_needed_ps=1215
export IMPL_edf_count=0
export IMPL_power_frac_clock=0.443
export IMPL_path_class="reg2out"
export IMPL_vias=3561
export IMPL_mux_share=0
export IMPL_regMostFlops="gen_dff.u_dff.oQ"
export IMPL_die_x_um=149.0
export IMPL_hpwl_mm=4.579
export IMPL_required_ps=800
export IMPL_coreArea_um2=21090
export IMPL_tool_warnings=29
export IMPL_p_switching_uw=6294
export IMPL_setup_ws_ps=-214.7
export IMPL_largest_register_ffs=432
export IMPL_syn_inst=432
export IMPL_power_internal_uw=28010
export IMPL_synthXorXnorAreaFrac=0
export IMPL_violations="negative hold slack, negative setup slack"
export IMPL_top_cells_by_area="dfrtp_1 100%"
export IMPL_yosys_cells=432
export IMPL_post_place_ws_ps=38.98
export IMPL_ys_async_sr_fraction=1.000
export IMPL_numCtsBuffers=40
export IMPL_ys_seq_frac=1.000
export IMPL_syn_area_um2=10810
export IMPL_hold_violations=199
export IMPL_grt_pass1_wl_mm=18.89
export IMPL_logic_gates=0
export IMPL_skew_ps=9.960
export IMPL_fmax_mhz=823.3
export IMPL_chipArea_um2=22210
export IMPL_dr_pass1_iters=2
export IMPL_ir_worst_vdd_mv=1.501
export IMPL_cts_buffer_depth=3
export IMPL_final_util=0.6193
export IMPL_cts_tree="done"
export IMPL_cts_sinks=432
export IMPL_cp_arrival_ps=1010
export IMPL_hold_class="in2async"
export IMPL_cp_top_family="flip-flops"
export IMPL_first_global_vias=3751
export IMPL_critPathLaunchType="flop"
export IMPL_fp_util=0.5126
export IMPL_min_period_over_period=1.215
export IMPL_diodes=0
export IMPL_top_area_frac=1.000
export IMPL_ys_flop_type="dfrtp_1"
export IMPL_gr_total_overflow=0
export IMPL_synth_cell_types=1
export IMPL_p_per_area_nw_per_um2=2626
export IMPL_drive_above_1_share=0.1694
export IMPL_clockRootBuffer="clkbuf_16"
export IMPL_status="finished, violations left"
export IMPL_combPwrFrac=0.015
export IMPL_clock_insertion_delay_worst_skew_ps=510
export IMPL_fp_dieH_um=149.0
export IMPL_synth_simple_area_share=0
export IMPL_synthAoiAreaFrac=0
export IMPL_yosysWarnings=2
export IMPL_antenna_left=0
export IMPL_area_growth_syn_to_layout_pct=20.81
export IMPL_tightest_slew_ps=639.8
## final cells by class
type,instances,area [µm²],area share
Clock buffer,59,1184,0.09063
Timing Repair Buffer,53,539.3,0.04129
Clock inverter,11,182.7,0.01399
Sequential cell,432,10810,0.8277
Tap cell,275,344.1,0.02635
## through the flow
stage | std cells | hold WS [ps] | cell area [µm²] | total power [µW]
3_3_place_gp | 752 | 86.45 | 11650 | 19360
3_5_place_dp | 752 | 82.54 | 11650 | 19430
2_1_floorplan | 432 | -95.59 | 10810 | 18810
5_1_grt | 830 | -121.2 | 13060 | 35740
6_report | 830 | -127.4 | 13060 | 34300
4_1_cts | 830 | -136.6 | 13050 | 34930
## cell usage in the layout (no fill, tap or decap)
cell type        netlist  layout
dfrtp_1              432     432
clkbuf_16              0      42
clkdlybuf4s50_1        0      16
buf_2                  0      16
clkbuf_8               0       9
clkbuf_1               0       9
buf_12                 0       8
buf_4                  0       6
clkinv_2               0       5
bufinv_16              0       5
dlygate4sd3_1          0       3
clkinvlp_4             0       1
buf_6                  0       1
dlymetal6s4s_1         0       1
buf_8                  0       1
## layer usage
layer / share of wire / track usage / wire [µm] / up-vias
met3: 0.060 / 0.03307 / 631 / 34
met2: 0.42 / 0.1412 / 4374 / 80
li1: - / - / - / 1532
met1: 0.49 / 0.2286 / 5123 / 1915
met5: 0 / 0 / 0 / -
met4: 0.036 / 0.03776 / 373 / 0
## cell families after synthesis
| kind of cell | after synthesis |
|---|---|
| DFF | 432 |
## power groups by stage
stage     sequential [µW]  combinational, µW  clock [µW]
6_report            18600                524       15200
5_1_grt             18700                620       16500
4_1_cts             18600                555       15800
## worst paths after layout
kind | start | end | slack [ps] | cells after the start
max | gen_dff[26].u_dff.oQ[15] | oData[15] | -210 | 1
min reg2reg | gen_dff[15].u_dff.oQ[14] | gen_dff[16].u_dff.oQ[14] | 340 | 0
max reg2reg | gen_dff[25].u_dff.oQ[15] | gen_dff[26].u_dff.oQ[15] | 500 | 0
min in group clk0 | iData[0] | gen_dff[0].u_dff.oQ[0] | 130 | 1
max in group asynchronous | iRSTn | gen_dff[3].u_dff.oQ[12] | 120 | 6
min | iRSTn | gen_dff[15].u_dff.oQ[1] | -130 | 4
## what timing repair did
item | 4_1_cts | 5_1_grt
setup endpoints to repair | 16 | 105
gates resized | 48 | 2
gates cloned | 0 | 1
pin swaps | 0 | 0
hold endpoints to repair | 432 | 158
No activity file was given, so power comes from the tool's default toggle rates.
