## /design/flow/config.mk

```make
export PLATFORM = sky130hd
export DESIGN_NAME = control
export DESIGN_NICKNAME = control
export VERILOG_FILES = /design/flow/design.v
export SDC_FILE = /design/flow/constraint.sdc
export NUM_CORES = 4
export LEC_CHECK = 1
export CORE_AREA = 10 10 95 95
export DIE_AREA = 0 0 105 105
```

## /design/flow/design.v

```verilog
module control
#(parameter XS = 32, WS = 5, STRIDE = 1)
(
 input          iCLK,
 input          iRSTn,
 input          iValid,
 output     reg oValid
);
localparam   col_end = 31;
reg          w_iValid;
reg [4:0]    i, j;
reg [4:0]    col_next;
reg [4:0]    row_next;
always @(posedge iCLK, negedge iRSTn)
begin
  if(!iRSTn)
	w_iValid <= 1'b0;
  else
    w_iValid <= iValid;
end
always @(posedge iCLK, negedge iRSTn)
begin
  if(!iRSTn)
	j <= 0;
  else if(j == XS-1)
	j <= 0;
  else if(w_iValid == 1'b1)
	j <= j + 1;
end
always @(posedge iCLK, negedge iRSTn)
begin
  if(!iRSTn)
	i <= 0;
  else if(j == XS-1 && i == XS-1)
    i <= 0;
  else if(j == 5'd31)
    i <= i + 1;
end
always @(posedge iCLK, negedge iRSTn)
begin
  if(!iRSTn)
    col_next <= WS-1;
  else if(i == row_next && j == col_next)
    if(j == XS-1)
	  col_next <= WS-1;
	else
	  col_next <= col_next + STRIDE;
end
always @(posedge iCLK, negedge iRSTn)
begin
  if(!iRSTn)
	row_next <= WS-1;
  else if ( (i == row_next) && (j == col_next) && (j == 31) )
    if(i == XS-1)
	  row_next <= WS-1;
	else
	  row_next <= row_next + STRIDE;
end
always @(posedge iCLK, negedge iRSTn)
begin
  if(!iRSTn)
	oValid <= 1'b0;
  else if(i==row_next && j==col_next && w_iValid)
    oValid <= 1'b1;
  else
    oValid <= 1'b0;
end
endmodule
```

## /design/flow/run.sh

```bash
#!/bin/bash
# OpenROAD 26Q1-2900-gdf79404cd8, Yosys 0.63+post, stock flow scripts
make -C /OpenROAD-flow-scripts/flow DESIGN_CONFIG=/design/flow/config.mk WORK_HOME=/design/flow/orfs finish
```

## /design/flow/constraint.sdc

```tcl
current_design control

set clk_period 4.3
set clk_io_pct 0.2

create_clock -name clk0 -period $clk_period [get_ports {iCLK}]

set non_clock_inputs [all_inputs -no_clocks]
set_input_delay [expr $clk_period * $clk_io_pct] -clock clk0 $non_clock_inputs
set_output_delay [expr $clk_period * $clk_io_pct] -clock clk0 [all_outputs]
```

==> impl_metrics.yaml <==
# generated from flow reports
min_path:
  min_path_type: "register to register"
  hold_path_startpoint: "w_iValid"
drt:
  detailroute.via_count: 915
  via_per_inst: 4.03
  ant_nets: 0
  initialDrtViolationCount: 80
  n_antenna_cell: 0
  drt-total-wl_um: 2460
  drtPass1Iterations: 5
  drc: 0
  wl_per_cell_um: 10.8
logic_synthesis:
  synthCells: 124
  synth.most_common_cell: "dfrtp_1"
  ys.flops: 22
  ff_type: "dfrtp_1"
  top_cells_by_count: "20 x dfrtp_1, 10 x nor2_1, 8 x nand3_1"
  yosysCellCount: 124
  avgSynthCellArea_um2: 10.5
  ys_seq_share: 0.423
  synth.top_cell.area_share: 0.383
  synth-edff-count: 0
  synth_warnings: 1
  yosys-top-cells-area: "dfrtp_1 38%, ha_1 6.7%, mux2_2 5.2%, dfstp_2 4.0%, xor2_1 3.4%"
  synth_area_um2: 1310
  async_flop_share: 1.00
  yosysUniqueCellTypes: 35
  top_area_cell: "dfrtp_1"
  yosys-stat-area_um2: 1310
status:
  status: "finished, final reports clean"
die:
  die_w_um: 105
  die-area_um2: 11000
  die.size.y_um: 105
  row_count: 30
  core_um2: 6910
  fp_util: 0.189
  ios: 4
timing:
  drv_slew: 0
  finClkSkew_ns: 0.00346
  finalSetupViolCount: 0
  setup_tns_ns: 0
  hold_viol: 0
  worst_pin_slew_ns: 0.439
  timing.final.crit_share: 0.548
  rsz0062_at_grt: "no"
  max_slew_margin: 0.705
  fmaxAchievable_ghz: 0.424
  fin_crit_ns: 2.36
layout:
  fin_area_um2: 1530
  drive_gt1_frac: 0.168
  area_growth_pct: 17.2
pwr:
  peakVddDrop_mv: 0.163
  combPwrFrac: 0.310
  p_sw_mw: 0.238
  p_clk_frac: 0.274
  internal_power_mw: 0.469
  p_leak_nw: 0.606
  sw_frac_of_total: 0.337
  seqPwrFrac: 0.416
  cellPowerDensity_nw_per_um2: 462
placed_design:
  dpl_cell_area_um2: 1460
  gp_congestion: 0.810
  hpwl_um: 1760
  port_buffers: 3
worst_setup_path:
  arrival_ns: 2.51
  worstPathMaxFanout: 12
  crit_top_cell: "ha_1"
  critPathLaunch: "j[0]"
  required_ns: 4.45
  rr_startpoint: "j[0]"
  path_cells: "ha_1, and3_1, ha_1, inv_1, nor4_4, mux2_4"
  cp_slowest_cell: "nor4_4"
  cp_slowest_stage_delay_ns: 0.49
  crit_type: "register to register"
  start_kind: "register"
  endpoint_kind: "register"
clock_network:
  cts_buffers: 3
  root_buffer: "clkbuf_8"
  cts_buffer_depth: 2
  htreeDepth: 1
  clkTransAtPathRegs_ns: 0.08
  cts_hold_buffers: 0
  clock_sinks: 22
  cts_tree: "built"
  postCtsResizedCells: 0
  clock_latency_ns: 0.26
  post_cts_buffers: 0
run:
  maxCapViolCount: 0
  warnings: 26
global_route:
  gr-usage-all-layers: 0.0456
  grt_pass1_vias: 844
  grt_max_degree: 23
  grt_pass1_wl_um: 4310
  grt_antenna_before_repair: 0
  grt_overflow: 0
area by class of cell:
type	instances	area, um2
Tap cell	96	120
Sequential cell	22	553
Timing Repair Buffer	4	37.5
Fill cell	753	5380
Clock inverter	1	30.0
Clock buffer	3	41.3
Inverter	4	15.0
Multi-Input combinational cell	97	734
worst max-delay path, delay by kind of cell, from the launching register on:
family / cells / cell delay (ns)
DFF: 1 / 0.43
and+or+nand+nor: 2 / 0.68
buffers and inverters: 1 / 0.18
muxes: 1 / 0.34
adders and majority gates: 2 / 0.62
metrics by stage:
stage / worst slack [ns] / total power [mW] / hold slack [ns] / cells / util
2_1_floorplan: 2.36 / 0.462 / 0.479 / 124 / -
3_3_place_gp: 2.05 / 0.516 / 0.529 / 223 / 0.211
3_5_place_dp: 1.94 / 0.512 / 0.523 / 223 / 0.211
4_1_cts: 1.92 / 0.714 / 0.536 / 227 / 0.222
5_1_grt: 1.75 / 0.763 / 0.563 / 227 / 0.222
6_report: 1.94 / 0.707 / 0.536 / 227 / 0.222
kinds of logic (layout without fill, tap and decap cells):
logic type,count (synthesis),after routing,synth area share
XOR/XNOR,11,11,0.0852
adder cells (fa/ha/maj),7,7,0.0670
AND-OR/OR-AND,16,16,0.0824
flip-flops,22,22,0.423
buffers and inverters,5,12,0.0144
AND/OR/NAND/NOR,55,55,0.253
multiplexers,8,8,0.0747
sequential cells by signal (all words and copies together), names as in the netlist:
name and flops:
col_next 5, i 5, j 5, row_next 5
oValid 1, w_iValid 1
cells in the final DEF (no fill, tap or decap), types with 4 or more instances in the layout:
cell type / synthesis / layout
dfrtp_1: 20 / 20
ha_1: 7 / 7
inv_1: 4 / 4
mux2_2: 6 / 6
nand2_1: 7 / 7
nand3_1: 8 / 8
nand3b_1: 4 / 4
nand4_1: 4 / 4
nor2_1: 10 / 10
nor3_1: 4 / 4
o211ai_1: 4 / 4
o21ai_0: 6 / 6
xnor2_1: 4 / 4
xor2_1: 5 / 5
worst paths after layout:
path                          endpoint  slack (ns)  cells past startpoint
max                        row_next[1]        1.94                      6
min                             oValid        0.54                      2
max reg2reg                row_next[1]        1.94                      6
min reg2reg                     oValid        0.54                      2
max in group asynchronous  row_next[2]        3.07                      2
min in group asynchronous         i[3]        0.95                      2
layer usage:
| metal | up-vias | track usage | wire, um | part of all wire |
|---|---|---|---|---|
| met4 | 0 | 0.00490 | 27 | 0.011 |
| met1 | 428 | 0.0695 | 1260 | 0.51 |
| met3 | 2 | 0.00994 | 95 | 0.039 |
| met5 | - | 0 | 0 | 0 |
| li1 | 471 | - | - | - |
| met2 | 14 | 0.0663 | 1080 | 0.44 |
power by group through the flow:
stage	clock (mW)	sequential [mW]	combinational, mW
after CTS	0.202	0.293	0.219
after global routing	0.212	0.303	0.248
final	0.194	0.294	0.219
Power and IR drop assume default switching activity.
